**flow/constraint.sdc**
```tcl
current_design wrapper

set clk_period 37.5
set clk_io_pct 0.2

create_clock -name clk0 -period $clk_period [get_ports {clk}]

set non_clock_inputs [all_inputs -no_clocks]
set_input_delay [expr $clk_period * $clk_io_pct] -clock clk0 $non_clock_inputs
set_output_delay [expr $clk_period * $clk_io_pct] -clock clk0 [all_outputs]
```
**flow/config.mk**
```make
export PLATFORM = sky130hd
export DESIGN_NAME = wrapper
export DESIGN_NICKNAME = wrapper
export VERILOG_FILES = /design/flow/design.v
export SDC_FILE = /design/flow/constraint.sdc
export NUM_CORES = 4
export LEC_CHECK = 1
export CORE_UTILIZATION = 50
```
**flow/design.v**
```verilog
module RAM (rx_valid,CLK,rst_n,din,tx_valid,dout);
    parameter MEM_DEPTH =256;
    parameter MEM_WIDTH=8;
    parameter ADDR_SIZE=$clog2(MEM_DEPTH);
    input rx_valid,CLK,rst_n;
    input [9:0] din;
    output reg tx_valid;
    output reg [7:0]dout;
    reg [7:0] din_addr;
    reg [7:0] out_addr;
    wire [1:0] Control;
    assign Control=din[9:8];
    reg [MEM_WIDTH-1:0] mem [MEM_DEPTH-1:0];
    always @(posedge CLK) begin
        if (!rst_n) begin
            dout<=0;
            tx_valid<=0;
        end
        else begin
            case (Control)
            2'b00:begin 
                        if (rx_valid) begin
                            din_addr<=din[7:0];
                            tx_valid<=0;    
                        end
                    end
            2'b01:begin
                        if (rx_valid) begin
                            mem[din_addr]<=din[7:0];
                            tx_valid<=0;        
                        end  
            end
            2'b10:begin
                        if (rx_valid) begin
                            out_addr<=din[7:0];
                            tx_valid<=0;
                        end            
            end
            2'b11:begin
                            if (rx_valid) begin
                                dout<=mem[out_addr];
                                tx_valid<=1;    
                            end               
            end
        endcase
        end
    end
endmodule
module RTL_SPI (MOSI,MISO,SS_n,clk,rst_n,rx_data,rx_valid,tx_data,tx_valid);
parameter IDLE       =3'b000;
parameter CHK_CMD    =3'b001;
parameter WRITE      =3'b010;
parameter READ_ADD   =3'b011;
parameter READ_DATA  =3'b100;
input MOSI,SS_n,rst_n,clk,tx_valid;
input [7:0]tx_data;
output reg MISO,rx_valid;
output reg [9:0]rx_data;
(*fsm_encoding="one_hot"*)
reg [2:0]cs,ns;
reg [3:0]counter;
reg rd_address_recieved; 
always @(posedge clk) begin
    if (~rst_n) begin
        cs<=IDLE;
    end
    else cs<=ns;
end
always @(*) begin
    case (cs)
        IDLE:
        begin
            if (SS_n) begin
            ns=IDLE;
            end 
            else ns=CHK_CMD;
        end
        CHK_CMD:
        begin
            if (SS_n) begin
                ns=IDLE;
            end
            else begin
               if (!MOSI) begin
                ns=WRITE;
               end
               else begin
                if (~rd_address_recieved) begin
                    ns=READ_ADD;
                end
                else ns=READ_DATA;
               end
            end
        end
        WRITE:
        begin
            if (SS_n) begin
                ns=IDLE;
            end
            else ns=WRITE;
        end
        READ_ADD:
        begin
            if (SS_n) begin
                ns=IDLE;
            end
            else ns=READ_ADD;
        end
        READ_DATA:
        begin
            if (SS_n) begin
                ns=IDLE;
            end
            else ns=READ_DATA;
        end
        default: ns=IDLE;
    endcase
end
always @(posedge clk) begin
    if (~rst_n) begin
        rx_data<=0;
        rx_valid<=0;
        rd_address_recieved<=0;
        MISO<=0;
        counter<=0;
    end
    else begin
        case (cs)
            IDLE:
            begin
                counter<=0;
                rx_valid<=0;
                MISO<=0;
            end 
            CHK_CMD:
            begin
                counter<=0;
                rx_valid<=0;
            end
            WRITE:
            begin
                if (counter<=9) begin
                    rx_data={rx_data[8:0],MOSI};
                    rx_valid<=0;
                    counter<=counter+1;
                end
                if (counter>=9) begin
                    rx_valid<=1;
                end
            end
            READ_ADD:
            begin
                if (counter<=9) begin
                    rx_data={rx_data[8:0],MOSI};
                    rx_valid<=0;
                    rd_address_recieved<=1;
                    counter<=counter+1;
                end
                if (counter>=9) begin
                    rx_valid<=1;
                end
            end
            READ_DATA:
            begin
                if (tx_valid&&counter>=3) begin
                    MISO<=tx_data[counter-3];
                    counter<=counter-1;
                end
                else begin
                    if (counter<=9) begin
                        rx_data<={rx_data[8:0],MOSI};
                        rx_valid<=0;
                        counter<=counter+1;
                    end
                    if (counter>9) begin
                        rx_valid<=1;
                        rd_address_recieved<=0;
                    end
                end
            end
        endcase
    end
end
endmodule
module wrapper (SS_n,MOSI,clk,rst_n,MISO);
    input SS_n,clk,MOSI,rst_n;
    output MISO;
    wire [9:0]rx_data_bus;
    wire [7:0]tx_data_bus;
    wire rx_valid_bit,tx_valid_bit;
    RTL_SPI SPI(MOSI,MISO,SS_n,clk,rst_n,rx_data_bus,rx_valid_bit,tx_data_bus,tx_valid_bit);
    RAM mem(rx_valid_bit,clk,rst_n,rx_data_bus,tx_valid_bit,tx_data_bus);
endmodule
```
**flow/run.sh**
```bash
#!/bin/bash
# OpenROAD 26Q1-2900-gdf79404cd8, Yosys 0.63+post, stock flow scripts
make -C /OpenROAD-flow-scripts/flow DESIGN_CONFIG=/design/flow/config.mk WORK_HOME=/design/flow/orfs finish
```
==> flow_summary.toml <==
# yosys + openroad results
[run_status]
status = "finished clean"

[global_routing]
grt_pass1_vias = 45630
grt_overflow = 0
grt_max_degree = 97
antenna_found_initial = 5
grt_pass1_wl_mm = 323.1
grt_use_total_pct = 31.71

[routing]
drtIter0Drc = 3158
drtAntennaViolNets = 0
first_pass_iters = 6
met2_length_mm = 104.0
avgViaCountPerCell = 6.352
routed_wl_mm = 226.5
num_vias = 41090
route.top_layer_used = "met5"
drc = 0
m1WireLength_mm = 71.29
wl_per_cell_um = 35.02
wl_met3_mm = 41.84

[clock_network]
holdBufCountCts = 0
cts_buffers = 205
cts_setup_buffers = 0
cts_num_sinks = 2095
cts_tree = "yes"
clk_pin_slew_ns = 0.07
cts_resized = 0
max-clock-path-buffers = 3
htree_num_levels = 4
clk-insertion-delay-late_ns = 0.85
cts_root_buf = "clkbuf_16"

[synth]
ys_area_um2 = 81960
simple_gate_area_share_pct = 3.232
synthCells = 3980
avgSynthCellArea_um2 = 20.59
yosysWarnings = 3
mux_share_pct = 15.12
ys_types = 78
flop_cell = "edfxtp_1"
compound_area_share_pct = 3.149
ys_sh_xor_pct = 0
synth_adder_area_share_pct = 0.04580
async_flop_share_pct = 0
synth_area_um2 = 81960
logic_family = "multiplexers"
synth-seq-cells = 2095
yosys_cells = 3980
synth-edff-count = 2064
postSynthSeqShare_pct = 76.38

[pwr]
p_leak_nw = 29.25
power.density_nw_per_um2 = 51.08
ir_worst_vdd_mv = 0.04982

[worst_setup_path]
cp_data_arrival_time_ns = 10.88
slowest_stage = "nand3_1"
worstPathMaxFanout = 23
cp-end-kind = "flip-flop"
reg2reg_depth = 10
crit_top_cell = "nor2_1"
rr_startpoint = "mem.out_addr[0]"
required_ns = 37.98
worstSetupStartpoint = "rst_n"
cp-start-kind = "input pin"
crit_type = "in -> reg"
crit_chain = "clkdlybuf4s50_1 > buf_4 > nand2_1 > nor2_1 > nand2_1 > nor2_1 > nand3_1 > buf_4 > nor2_1"
critical_path.max_stage_delay_ns = 0.73

[place]
dpl_cell_area_um2 = 84400
post-place-ws_ns = 26.32
placedCellCount = 6079
portBuffers = 4
gp_congestion = 0.9898
hpwlAfterDp_mm = 140.8

[layout]
fin_area_um2 = 91500
fillers = 11850
syn_to_final_growth_pct = 11.64
drive_gt1_share_pct = 21.62
final_cells = 6469

[final_timing]
fmax_mhz = 96.13
finalMaxSlewViolations = 0
finalClockPeriodUsage_pct = 27.74
min_period_ns = 10.40
setup_violations = 0
fin_setup_tns_ns = 0
worst_slack_ns = 27.10
slew-limit-headroom_pct = 25.77
fin_skew_ns = 0.04505
hold_violations = 0
rsz0062_at_grt = "false"
tightest_slew_ns = 1.111

[hold_path]
hp-start = "mem.dout[3]"
holdCritPathClass = "reg -> reg"
hold_depth = 2

[floorplanning]
die_h_um = 406.9
die-width_um = 406.9
fp_util_pct = 50.35
coreArea_um2 = 162800
rows = 148
die_area_um2 = 165500
ioPinCount = 5

[run]
warning_count = 28
cap_violations = 0
[final timing paths]
kind	end	slack (ns)
min reg2reg	mem.dout[3]	0.46
max	mem.mem[43][2]	27.10
max reg2reg	mem.dout[4]	32.91
min	mem.dout[3]	0.46
[cell usage in the layout, fill, tap and decap left out, types with 26 or more instances in the layout]
cell type and instances:
a21oi_1 38, clkinv_1 40, mux4_2 427, mux2i_1 203, buf_4 140, a211oi_1 27
clkbuf_16 206, edfxtp_1 2064, nand2_1 102, o21ai_0 57, nor3_1 29, o221ai_1 30
bufinv_16 30, clkinv_2 40, o22ai_1 62, clkbuf_1 29, a31oi_1 26, nand3_1 36
a22oi_1 41, nor2_1 334
[registers in the layout, summed over array words and instances, names as in the netlist, 4 cells and up]
register / cells
mem.dout: 8
SPI.rx_data: 10
SPI.counter: 4
SPI.cs: 5
mem.din_addr: 8
mem.out_addr: 8
mem.mem: 2048
[cell usage after synthesis, drive strengths merged, types with 10 or more instances]
master | count | area share, %
a21oi | 38 | 0.23
a221oi | 10 | 0.11
a22oi | 41 | 0.38
nand3 | 37 | 0.23
buf | 148 | 1.6
nand2b | 12 | 0.092
edfxtp | 2064 | 76
clkbuf | 82 | 0.39
and2 | 13 | 0.099
o221ai | 31 | 0.34
nor3 | 29 | 0.18
dfxtp | 31 | 0.76
nand2 | 103 | 0.47
o21ai | 58 | 0.35
nor2b | 23 | 0.18
mux2i | 203 | 2.5
mux4 | 452 | 13
a31oi | 26 | 0.20
nand4 | 13 | 0.099
a211oi | 27 | 0.25
o22ai | 62 | 0.47
nor2 | 336 | 1.5
a2111oi | 10 | 0.11
[report_power, final]
part / switching [mW] / leakage [nW] / total (mW) / internal (mW)
clock: 0.898 / 3.41 / 2.13 / 1.23
sequential: 0.00101 / 19.5 / 2.53 / 2.53
combinational: 0.00461 / 6.37 / 0.00624 / 0.00162
total: 0.904 / 29.3 / 4.67 / 3.77
[stage by stage]
step | hold slack (ns) | total power [mW] | utilization (%)
2_1_floorplan | 0.4208 | 2.588 | -
3_3_place_gp | 0.4487 | 2.591 | 51.85
3_5_place_dp | 0.4467 | 2.591 | 51.85
4_1_cts | 0.4622 | 4.705 | 56.20
5_1_grt | 0.5065 | 4.787 | 56.20
6_report | 0.4624 | 4.673 | 56.21
[cells by family after synthesis]
kind of cell | count (synthesis)
buf+inv | 241
mux | 663
flops | 2095
fa+ha+maj | 3
compound gates | 372
simple gates | 606
[metal layers]
metal / vias up / track usage (%)
li1: 16860 / -
met3: 443 / 25.60
met1: 20480 / 40.78
met4: 22 / 8.950
met2: 3294 / 43.35
met5: - / 3.806
[critical path: cells and delay by family]
family	cells	cell delay [ns]
buffers and inverters	3	1.26
AND/OR/NAND/NOR	6	2.08
[area by class of cell]
class | instances | area (um2) | share of cell area (%)
sequential | 2095 | 62630 | 68.45
inverter | 10 | 40.04 | 0.04376
timing repair buffer | 155 | 1311 | 1.433
clock inverter | 142 | 1735 | 1.897
tap | 2175 | 2721 | 2.974
clock buffer | 241 | 5346 | 5.843
multi-input combinational | 1644 | 17700 | 19.34
antenna | 7 | 17.52 | 0.01914
No activity file was given, so power comes from the tool's default toggle rates.
